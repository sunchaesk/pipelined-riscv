`/design/flow/run.sh`:
```
#!/bin/bash
# OpenROAD 26Q1-2900-gdf79404cd8, Yosys 0.63+post, stock flow scripts
make -C /OpenROAD-flow-scripts/flow DESIGN_CONFIG=/design/flow/config.mk WORK_HOME=/design/flow/orfs finish
```
`/design/flow/config.mk`:
```
export PLATFORM = sky130hd
export DESIGN_NAME = vec_id
export DESIGN_NICKNAME = vec_id
export VERILOG_FILES = /design/flow/design.v
export SDC_FILE = /design/flow/constraint.sdc
export NUM_CORES = 4
export LEC_CHECK = 1
export CORE_AREA = 10 10 318 318
export DIE_AREA = 0 0 328 328
```
`/design/flow/constraint.sdc`:
```
current_design vec_id

set clk_period 1.0
set clk_io_pct 0.2

create_clock -name clk0 -period $clk_period [get_ports {clk}]

set non_clock_inputs [all_inputs -no_clocks]
set_input_delay [expr $clk_period * $clk_io_pct] -clock clk0 $non_clock_inputs
set_output_delay [expr $clk_period * $clk_io_pct] -clock clk0 [all_outputs]
```
`/design/flow/design.v`:
```
module vec_id #(
                parameter VLEN = 256
                )(
                  input wire            clk,
                  input wire            reset,
                  input wire [31:0]     instruction,
                  input wire [VLEN-1:0] vec_writeback_data,
                  output reg [4:0]      vec_rd,
                  output reg [VLEN-1:0] vec_rs1_out,
                  output reg [VLEN-1:0] vec_rs2_out,
                  output reg [10:0]     vec_imm,
                  output wire           vec_regwrite_d,
                  output wire [1:0]     vec_src_d  
                  );
   localparam                           OP_LOAD = 7'b0000111;
   localparam                           OP_STORE = 7'b0100111;
   localparam                           OP_ARITH =  7'b1010111;
   reg [VLEN-1:0]                       vec_reg_array [31:0];  
   wire [6:0]                           opcode;
   wire [4:0]                           vd;
   wire [2:0]                           width;
   wire [4:0]                           lumop;
   wire [4:0]                           vrs1;  
   wire [4:0]                           vrs2;
   wire                                 vm;
   wire [2:0]                           mop;
   wire [2:0]                           nf;
   wire [10:0]                          zimm;
   wire [5:0]                           funct6;
   wire                                 vec_regwrite_temp;
   wire                                 vec_src_temp;
   integer                              i;
   assign opcode = instruction[6:0];
   assign vd = instruction[11:7];
   assign width = instruction[14:12];
   assign rs1 = instruction[19:15];
   assign rs2 = instruction[24:20];
   assign lumop = instruction[24:20];
   assign vm = instruction[25];
   assign mop = instruction[28:26];
   assign nf = instruction[31:29];
   assign zimm = instruction[30:20];
   assign funct6 = instruction[31:26];
   always @(posedge clk or posedge reset) begin
      if (reset) begin
         vec_rd <= 5'b0;
         vec_rs1_out <= {VLEN{1'b0}};
         vec_rs2_out <= {VLEN{1'b0}};
         vec_imm <= 10'b0;
         vec_src_d <= 2'b0;
         vec_regwrite_d <= 1'b0;
      end else begin
         vec_rd <= vd;
         vec_vrs1_out <= vec_reg_array[vrs1];
         vec_vrs2_out <= vec_reg_array[vrs2];
         vec_imm <= zimm;
         vec_src_d <= vec_src_temp;
         vec_regwrite_d <= vec_regwrite_temp;
      end
   end
   always @(negedge clk or posedge reset) begin
      if (reset) begin
         for (i = 0; i < 32; i = i + 1) begin
            vec_reg_array[i] <= 256'b0;
         end
      end else if (vec_writeback_control) begin
         if (vec_rd != 5'b0) begin
            vec_reg_array[vec_rd] <= vec_writeback_data;
         end
      end
   end
   assign vec_src_temp = (width == 3'b000) ? 2'b00 :  
                      (width == 3'b100) ? 2'b01 :  
                      (width == 3'b011) ? 2'b10 : 2'b00;
   assign vec_regwrite_temp = (opcode ==  OP_ARITH) ? 1'b1 : 1'b0;  
endmodule
```
==> results.txt <==
The implementation run finished. The via count of the first global-routing pass was 2359. Fraction of layout instances using a drive strength above 1 landed at 4.27%. The script reports the combined buffer and inverter count of the critical path as 1. Cell area after synthesis landed at 4340 µm². Total CTS buffers landed at 3. Per the OpenROAD floorplan log, the height of the die is 328 µm. The global routing report lists combined usage of all routing layers as 2.47%. Clock period minus final worst setup slack landed at 1.08 ns. Worst path setup slack after routing landed at -0.0762 ns. Post-layout utilization of the core landed at 5.03%. Area growth from synthesis to layout landed at 8.72%. CTS built an H-tree with a depth of 1. Number of hold buffers added after cts landed at 0. A synthesized cell averages 8.09 µm².

Peak supply drop landed at 0.467 mV. Per the Yosys statistics, synthesis produced 536 cells. Clock tree synthesis found a total of 18 sinks. In this run the maximum-capacitance check reported violations numbering 0.

Post-route period utilization is reported as 108%. Count of buffers added by post-CTS timing repair for setup landed at 0. Per the timing report, the achievable frequency comes out to 929 MHz. The count of nets left with antenna violations once routing finished came out at 0. Per report_power, the combinational group accounts for 23.1% of the total. Max-slew violation total from the final report landed at 0. Final tally of setup violations landed at 7. Die area landed at 108000 µm². Residual overflow from global routing landed at 0. Total tool warning count landed at 289. By instance count, the leading cell after synthesis is buf_4. The routed design has 15.4 mm of wire.

In the synthesis report, Yosys lists the chip area as 4340 µm². The core region is 93700 µm². DRC violation total after the first TritonRoute iteration landed at 31. The floorplan step set the die width to 328 µm.

Synthesis-stage register bit count landed at 18. Post-DP HPWL landed at 15.1 mm. Initial cell density of the core landed at 4.62%. The cell sequence reported for the critical path is buf_12. Endpoints failing hold in the final report were tallied at 0.

At the worst endpoint, the arrival time is 0.88 ns. The most critical min-delay path falls under primary input to asynchronous set/reset pin. Number of vias per cell landed at 0.953. Global routing used 3.28% of the available met2 tracks. Cell-internal power landed at 1.60 mW. Met1 track demand over resource landed at 2.71%.

Pin count of the biggest net entering global routing landed at 19. Counting along the longest clock path gives a buffer depth of 2. Wire length of the first global-routing pass landed at 18.1 mm.

Looking at the worst setup and hold paths, the clock pins of their registers show a slew of 0.06 ns. Sorting the Yosys area breakdown by cell type puts at the top buf_4. Mean routed wirelength per cell landed at 8.36 µm. Per the detail_route report, the via count comes to 1757. For this run, the leading register cell type out of synthesis is dfrtp_1. The final weighted congestion recorded by global placement is 0.620.

The cell sitting at the root of the clock tree is a clkbuf_16. As logged by OpenROAD, the buffers inserted on ports number 45. Sequential group share of total power landed at 35.9%.

Sequential cells were found to cover 10.4% of the synthesized design area. For reference, the critical path is launched at vec_regwrite_d. Setup repair after global routing could not meet its margin everywhere. For this design the static power due to leakage is 2.21 nW. In this run the core area contains 112 standard-cell rows. The synthesized netlist contains 7 unique library cells. The slowest stage of the critical path belongs to the cell dfrtp_2. The initial antenna violation count came to 6.

Share of flip-flops with an asynchronous set or reset landed at 100%. For this design the top-level I/O count stands at 821. The worst setup path is of the flop to primary output kind. The flow ran to the end, but the final reports show violations. Yosys reports that the leading cell type by area covers 88.8% of the netlist area.

The clock network burns 41.1% of the power. STA classifies the critical path startpoint as a flop. On the worst path, the slowest cell contributes a delay of 0.46 ns. Setup TNS landed at -0.136 ns. Yosys reports that the most numerous cell types are 513 x buf_4, 18 x dfrtp_1. The cell family contributing the most delay on the critical path is flip-flops.

Number of fill cells landed at 11000. The warning tally printed by Yosys for this design is 13. The OpenROAD report gives the critical path a required time of 0.80 ns. By area the synthesized netlist is led by buf_4 89%, dfrtp_1 10%, nor4bb_1 0.23%, and4_1 0.20%, nor3b_1 0.17%. The checks that failed: negative setup slack. The power report puts the net switching power at 0.612 mW. Total DRC errors in the routed layout landed at 0.

After global routing, the most crowded layer is met2. The worst setup path is captured at a primary output. TritonCTS built the clock tree. After technology mapping, the gate count stands at 536. Before antenna repair, the detailed router went through 4 iterations. Net switching is 27.7% of the power. The flow reported a cell area power density of 469 nW/µm². In this run, synthesis inferred 0 flip-flops with an integrated enable. Global-route track usage on met3 landed at 2.75%. Of all nets on the critical path, the largest fanout is 1.
power by group through the flow:
stage	Clock (mW)	Sequential, mW	Combinational [mW]
global route	0.979	0.795	0.642
finish	0.908	0.794	0.510
CTS	0.957	0.793	0.556
final timing paths:
| kind | to | slack [ns] | cells past startpoint |
|---|---|---|---|
| worst max-delay path | vec_regwrite_d | -0.08 | 1 |
| max in group asynchronous | vec_regwrite_d | 0.58 | 3 |
| min in group clk0 | vec_imm[3] | 0.39 | 1 |
| worst min-delay path | vec_imm[1] | 0.28 | 3 |
worst min-delay path, stage by stage:
cell,delay (ns)
clkdlybuf4s50_1,0.40
inv_1,0.10
buf_12,0.17
what timing repair did:
| item | CTS | global route |
|---|---|---|
| gates resized | 1 | 2 |
| pin swaps | 0 | 0 |
| endpoints found under the setup margin | 14 | 17 |
cells by family after synthesis:
logic type | count (synthesis) | synth area share (%)
buffers and inverters | 514 | 88.9
flip-flops | 18 | 10.4
AND/OR/NAND/NOR | 3 | 0.606
other | 1 | 0.0865
stage by stage:
step | hold slack [ns] | cell area (µm²) | setup WS (ns) | power, mW | cells
5_1_grt | 0.303 | 4710 | -0.121 | 2.42 | 1840
3_3_place_gp | 0.551 | 4610 | -0.195 | 1.37 | 1836
6_report | 0.279 | 4710 | -0.0762 | 2.21 | 1843
2_1_floorplan | 0.139 | 6260 | 0.319 | 2.21 | 1048
3_5_place_dp | 0.547 | 4610 | -0.224 | 1.36 | 1836
4_1_cts | 0.284 | 4700 | -0.121 | 2.31 | 1840
area by class of cell:
type / count / area (µm²) / share of cell area [%]
antenna: 3 / 7.51 / 0.159
sequential: 18 / 452 / 9.58
multi-input combinational: 516 / 1950 / 41.4
tap: 1254 / 1570 / 33.3
inverter: 1 / 3.75 / 0.0796
timing repair buffer: 47 / 641 / 13.6
clock buffer: 4 / 88.8 / 1.88
routing by layer:
| metal | routed length [µm] | share of wire, % |
|---|---|---|
| met3 | 3870 | 25 |
| met4 | 136 | 0.88 |
| met5 | 42 | 0.27 |
| met1 | 5710 | 37 |
| met2 | 5640 | 37 |
state kept, by name, summed over array words and instances (netlist names):
| name | count |
|---|---|
| vec_imm | 11 |
| vec_regwrite_d | 1 |
| vec_src_d | 1 |
| vec_rd | 5 |
cell usage in the layout (no fill, tap or decap), drive strengths merged:
cell type and count:
clkbuf 4, buf 20, inv 1, dfrtp 18, diode 3, nor4bb 1, conb 513, and4 1
clkdlybuf4s50 27, nor3b 1
No activity file was given, so power comes from the tool's default toggle rates.
